===== ./run.sh =====
#!/bin/bash
# OpenROAD 26Q1-2900-gdf79404cd8, Yosys 0.63+post, stock flow scripts
make -C /OpenROAD-flow-scripts/flow DESIGN_CONFIG=/design/flow/config.mk WORK_HOME=/design/flow/orfs finish

===== ./config.mk =====
export PLATFORM = sky130hd
export DESIGN_NAME = AluMux
export DESIGN_NICKNAME = AluMux
export VERILOG_FILES = /design/flow/design.v
export SDC_FILE = /design/flow/constraint.sdc
export NUM_CORES = 4
export LEC_CHECK = 1
export CORE_AREA = 10 10 71 71
export DIE_AREA = 0 0 81 81

===== ./constraint.sdc =====
current_design AluMux

set clk_period 1.0
set clk_io_pct 0.2

create_clock -name clk0 -period $clk_period

set non_clock_inputs [all_inputs -no_clocks]
set_input_delay [expr $clk_period * $clk_io_pct] -clock clk0 $non_clock_inputs
set_output_delay [expr $clk_period * $clk_io_pct] -clock clk0 [all_outputs]

===== ./design.v =====
module AluMux (z,x,y,mux_ctrl);
output reg [31:0] z;
input [31:0] x,y;
input mux_ctrl; 
always@ (x or y or mux_ctrl)
begin
if (mux_ctrl ==0)
begin z=x; end 
else if (mux_ctrl ==1)
begin z=y; end 
else 
begin z= 32'bx; end 
end
endmodule
module RegisterFile ( rd1, rd2, rr1, rr2, wr, wd, we, clk);
output reg [31:0] rd1,rd2;
input [4:0] rr1,rr2,wr;
input we,clk;
input [31:0] wd;
reg [31:0] rf [7:0];
always@ (posedge clk)
begin
if (we)
begin
rf[wr] <= wd;
end
rd1 = rf[rr1];
rd2 = rf[rr2];
end
endmodule
module Alu( Result, A, B, op, shamount,sign);
output wire [31:0] Result;
input wire sign;
input wire [31:0] A,B;
input wire [3:0] op;
input wire [3:0] shamount;
assign Result = 
 (op == 4'b 0000) ? A+B 
:(op == 4'b 0001) ? A-B 
:(op == 4'b 0010) ? A&B
:(op == 4'b 0011) ? A|B
:(op == 4'b 0100) ? A<<shamount
:(op == 4'b 0101) ? A>>shamount
:(op == 4'b 0110) ? $signed($signed(A) >>> shamount)
:(op == 4'b 0111 && sign == 0) ? ((A>B)? 1:0)
:(op == 4'b 0111 && sign == 1) ? ((A>B)? 0:1)
:(op == 4'b 1000 && sign == 0) ? ((A<B)? 1:0)
:(op == 4'b 1000 && sign == 1) ? ((A<B)? 0:1)
: 32'b0000 ;
endmodule
module AluTB;
wire [31:0] Result;
reg [3:0] op,shamount;
reg sign;
reg clk,we;
reg [4:0] rr1, rr2 , wr;
wire [31:0] rd1,rd2;
wire [31:0] wd;
reg mux_ctrl;
reg [31:0] WriteData;
Alu myAlu(Result, rd1, rd2, op, shamount, sign);
AluMux muxx ( wd, WriteData, Result , mux_ctrl);
RegisterFile RF( rd1, rd2, rr1, rr2, wr, wd, we, clk);
initial
begin
clk=0;
mux_ctrl =0;
sign =0;
#20
we = 1 ;
mux_ctrl =0;
wr = 1 ;
WriteData = -53;
#10
wr = 2 ;
WriteData = 3;
#10
rr1 = 1;
rr2 = 2;
#10
shamount <= 5;
op=4'b0000;
#10
$display ("%b  plus %b  =  %b " ,rd1,rd2,Result);
#20
we = 1 ;
mux_ctrl =0;
wr = 1 ;
WriteData = 5;
#10
wr = 2 ;
WriteData = 3;
#10
rr1 = 1;
rr2 = 2;
#10
shamount <= 5;
op=4'b0001;
#10
$display ("%b  minus %b  =  %b " ,rd1,rd2,Result);
#20
we = 1 ;
mux_ctrl =0;
wr = 1 ;
WriteData = 5;
#10
wr = 2 ;
WriteData = 3;
#10
rr1 = 1;
rr2 = 2;
#10
shamount <= 5;
op=4'b0010;
#10
$display ("%b  and %b  =  %b " ,rd1,rd2,Result);
#20
we = 1 ;
mux_ctrl =0;
wr = 1 ;
WriteData = 5;
#10
wr = 2 ;
WriteData = 3;
#10
rr1 = 1;
rr2 = 2;
#10
shamount <= 5;
op=4'b0011;
#10
$display ("%b  or %b  =  %b " ,rd1,rd2,Result);
#20
we = 1 ;
mux_ctrl =0;
wr = 1 ;
WriteData = 5;
#10
wr = 2 ;
WriteData = 3;
#10
rr1 = 1;
rr2 = 2;
#10
shamount <= 5;
op=4'b0100;
#10
$display ("%b  shifted left %d  =  %b " ,rd1,shamount,Result);
#20
we = 1 ;
mux_ctrl =0;
wr = 1 ;
WriteData = 50;
#10
wr = 2 ;
WriteData = 3;
#10
rr1 = 1;
rr2 = 2;
#10
shamount <= 5;
op=4'b0101;
#10
$display ("%b  shifted right %d  =  %b " ,rd1,shamount,Result);
#20
we = 1 ;
mux_ctrl =0;
wr = 1 ;
WriteData = -5;
#10
wr = 2 ;
WriteData = 3;
#10
rr1 = 1;
rr2 = 2;
#10
shamount <= 2;
op=4'b0110;
#10
$display ("%b  shifted right arthimetic %d  =  %b " ,rd1,shamount,Result);
#20
we = 1 ;
mux_ctrl =0;
wr = 1 ;
WriteData = -5;
#10
wr = 2 ;
WriteData = 3;
#10
rr1 = 1;
rr2 = 2;
#10
shamount <= 5;
sign =1;
op=4'b0111;
#10
$display ("%b  greater than %b  =  %b " ,rd1,rd2,Result);
#20
we = 1 ;
mux_ctrl =0;
wr = 1 ;
WriteData = -53;
#10
wr = 2 ;
WriteData = 3;
#10
rr1 = 1;
rr2 = 2;
#10
shamount <= 5;
sign =1;
op=4'b1000;
#10
$display ("%b  less than %b  =  %b " ,rd1,rd2,Result);
end
always
begin
#5
clk =~clk;
end
endmodule 

==> flow_summary.ini <==
; implementation run metrics
[status]
status = finished, violations left
violations = negative setup slack

[hold_path]
min_path_type = input pin to output port

[final_layout]
finalInstanceArea_sq_um = 1590
layoutNonFillerInstCount = 185
drive_above_1_share = 0.533
clock_buffers = 0
ff_count = 0
flop_area_sq_um = 0
utilization = 0.437
area_growth_syn_to_layout_pct = 192

[routing]
routedWlPerCell_um = 15.2
diodes = 0
drt-initial-drc-count = 4
wirelength_um = 2820
postRouteAntennaNets = 0
via_count = 708
detail_route.vias_per_cell = 3.83
drc = 0
dr.pass1.iters = 2

[synth]
syn-cell-area_sq_um = 544
synth-warning-count = 1
yosysCellCount = 36
syn_inst = 36
avgSynthCellArea_sq_um = 15.1
yosys_area_sq_um = 544
yosysUniqueCellTypes = 4
ys_seq_frac = 0

[placement]
placed_cells = 181
gp_congestion = 0.844
dp_hpwl_um = 2500
port_buffers = 97
placed_area_sq_um = 1530
place_ws_ns = -0.530

[global_route]
grt_pass1_wl_um = 4040
first_global_vias = 758
track_usage = 0.0754
grt_start_max_net_pins = 11
grt_overflow = 0
antenna_found_initial = 0

[die]
num_rows = 22
core_area_sq_um = 3630
die_w_um = 81
ios = 97
fp_util = 0.150
fp.dieH_um = 81
chip_area_sq_um = 6560

[sta]
hold_ws_ns = 0.702
finalCriticalPeriod_ns = 1.19
timing.fmax_mhz = 844
worst_pin_slew_ns = 0.0827
setup_viol = 32
relSlewSlack = 0.945
rsz0062_at_grt = yes
drv_slew = 0
final-hold-violation-count = 0
finalCritPeriodShare = 1.19
fin_ws_ns = -0.185
finalSetupTns_ns = -2.97

[power]
cellPowerDensity_nw_per_um2 = 396
max-vdd-ir-drop_mv = 0.161
finalPower_mw = 0.629
leakage_nw = 0.861

[worst_setup_path]
required_ns = 0.80
startpoint = x[2]
crit_arrival_ns = 0.99
crit_path_start_kind = input pin
end_kind = output port
critPathKind = input pin to output port
cp-endpoint = z[2]
cp_max_fo = 1

[cts]
hold_buffers = 0

[job]
cap_violations = 0
warnings = 34
[cells in the final DEF, fill, tap and decap left out]
cell	count
buf_16	1
buf_12	7
buf_6	19
clkdlybuf4s50_1	14
mux2_4	32
dlymetal6s2s_1	4
buf_2	13
buf_4	1
dlygate4sd2_1	46
[critical path: stages]
cell and delay (ns):
clkdlybuf4s50_1 0.40, mux2_4 0.27, buf_6 0.11
[final cells by class]
class | instances | area (sq um)
fill | 361 | 2050
timing repair buffer | 105 | 1050
multi-input combinational | 32 | 480
tap | 48 | 60.1
[worst min-delay path by stage]
stage	start	to	slack, ns	cells after the start
5_1_grt	x[5]	z[5]	0.71	3
6_report	y[16]	z[16]	0.70	3
4_1_cts	y[19]	z[19]	0.80	3
[Yosys cell counts]
cell type	count	area share
buf_12	3	0.11
buf_6	1	0.021
mux2_4	30	0.83
mux2_2	2	0.041
[power by group]
group | leakage, nW | internal (mW) | switching [mW] | total [mW]
combinational | 0.861 | 0.493 | 0.136 | 0.629
clock | 0 | 0 | 0 | 0
sequential | 0 | 0 | 0 | 0
total | 0.861 | 0.493 | 0.136 | 0.629
[cells by family after synthesis]
group | share of synthesized area
multiplexers | 0.869
buffers and inverters | 0.131
[layer usage]
layer	wire [um]	track usage	vias up
met4	0	0	0
met5	0	0	-
met1	1060	0.0922	317
met3	323	0.0278	0
li1	-	-	341
met2	1430	0.131	50
[repair_timing]
| item | CTS | global route |
|---|---|---|
| buffers inserted | 3 | 0 |
| gates resized | 166 | 15 |
| hold endpoints to repair | 0 | 0 |
| setup endpoints to repair | 32 | 32 |
| cloned | 1 | 0 |
Power is estimated from default activity; no workload was simulated.
